==> design.v <==
module register(reg_in, reg_out, reg_rd_en, reg_wr_en, reg_rst, reg_clk);
input wire [7:0] reg_in;
input wire reg_rd_en, reg_wr_en, reg_rst, reg_clk;
output reg [7:0] reg_out;
reg [7:0] register;
always @(posedge reg_clk or posedge reg_rst) begin
    if (reg_rst) register <= 8'b0;
    else begin
        if(reg_wr_en) register <= reg_in;
    end
end
always @(*) begin
    if(reg_rd_en) reg_out = register;
    else reg_out = 8'b0;
end
endmodule
module register_bank(reg_in, reg_out, reg_rd_en, reg_wr_en, reg_rst, reg_clk);
    input wire [7:0] reg_in;
    input wire [3:0] reg_rd_en, reg_wr_en;
    input wire reg_clk, reg_rst;
    output wire [31:0] reg_out;
    genvar i;
    generate for (i=0; i<4; i=i+1) begin :reg_bank 
        register regsiter_bank_inst(
            .reg_in(reg_in),
            .reg_out(reg_out[i*8 +7 : i*8 ]),
            .reg_rd_en(reg_rd_en[i]),
            .reg_wr_en(reg_wr_en[i]),
            .reg_clk(reg_clk),
            .reg_rst(reg_rst)
        );
    end
    endgenerate
endmodule
==> run.sh <==
#!/bin/bash
# OpenROAD 26Q1-2900-gdf79404cd8, Yosys 0.63+post, stock flow scripts
make -C /OpenROAD-flow-scripts/flow DESIGN_CONFIG=/design/flow/config.mk WORK_HOME=/design/flow/orfs finish
==> config.mk <==
export PLATFORM = sky130hd
export DESIGN_NAME = register_bank
export DESIGN_NICKNAME = register_bank
export VERILOG_FILES = /design/flow/design.v
export SDC_FILE = /design/flow/constraint.sdc
export NUM_CORES = 4
export LEC_CHECK = 1
export CORE_UTILIZATION = 30
==> constraint.sdc <==
current_design register_bank

set clk_period 1.1
set clk_io_pct 0.2

create_clock -name clk0 -period $clk_period [get_ports {reg_clk}]

set non_clock_inputs [all_inputs -no_clocks]
set_input_delay [expr $clk_period * $clk_io_pct] -clock clk0 $non_clock_inputs
set_output_delay [expr $clk_period * $clk_io_pct] -clock clk0 [all_outputs]
==> out/metrics.yaml <==
floorplan:
  fp_util_pct: 31.8
  core_area_sq_mm: 0.00482
  die_h_microns: 73.4
  rows: 25
  pin_count: 50
  die_width_microns: 73.4
  dieArea_sq_mm: 0.00539
synth:
  synth_seq_share_pct: 52.3
  avgSynthCellArea_sq_um: 15.2
  ys.flops: 32
  ys_warn_count: 1
  yosys_area_sq_mm: 0.00153
  ys_cells: 101
  yosysTopAreaCell: "dfrtp_1"
  syn_inst: 101
  synth_cell_types: 5
  area_leaders: "dfrtp_1, mux2_4, and2_1"
  syn_area_sq_mm: 0.00153
  top_cell_area_share_pct: 52.3
global_route:
  grt_pass1_vias: 1055
  grt_start_max_net_pins: 33
  antenna_found_initial: 0
  grt_pass1_wl_mm: 5.20
  overflow: 0
  track_usage_pct: 13.5
worst_setup_path:
  crit_required_ns: 0.88
  endpoint_kind: "output pin"
  worstSetupPathType: "register to output pin"
  timing.rr.start: "reg_bank[1].regsiter_bank_inst.register[4]"
  worst_r2r_path_depth: 4
  r2r-end: "reg_bank[1].regsiter_bank_inst.register[4]"
  arrival_ns: 0.93
  worstSetupStartpointType: "register"
  crit_fanout: 2
  reg2reg_slack_ns: 0.02
placed_design:
  dp_hpwl_mm: 2.44
  dp.cells: 224
  io_buffers: 49
  placedInstanceArea_sq_mm: 0.00220
  place_congestion: 0.773
job:
  maxCapViolCount: 0
  openroad.warnings: 27
status:
  violations: "setup timing"
  status: "finished with violations"
power:
  power_density_mw_per_mm2: 1270
  power.total_uw: 2950
  peakVddDrop_v: 0.000512
  leakagePower_uw: 0.00119
route:
  dr.pass1.iters: 4
  vias_per_cell: 4.18
  routed_wl_mm: 3.36
  vias: 1062
  drt-initial-drc-count: 26
  num_antenna_cells: 0
  ant_nets: 0
  drc: 0
  wire_per_inst_microns: 13.2
sta:
  fmaxAchievable_mhz: 868
  hold_viol: 0
  worst_hold_slack_ns: 0.270
  maxSlewHeadroom_pct: 81.3
  finalSetupViolCount: 31
  drv_slew: 0
  tightest_slew_ns: 0.281
  fin_ws_ns: -0.0518
  post-route-min-period_ns: 1.15
  rsz0062_at_grt: "true"
  finalClockPeriodUsage_pct: 105
  worst_clock_skew_ns: 0
layout:
  reg_top3: "reg_bank.regsiter_bank_inst.register (32)"
  drive_gt1_share_pct: 58.3
  largest_register_ffs: 32
  area_growth_pct: 52.1
  final_cell_mix: "mux2_4, dfrtp_1, buf_2, buf_4, and2_1"
  fin_cells: 254
  max_flop_register: "reg_bank.regsiter_bank_inst.register"
  fin_area_sq_mm: 0.00233
hold_path:
  min_path_type: "input pin to async pin"
cts:
  cts_root_buf: "clkbuf_8"
  cts.path.max_buffers: 2
  cts.sinks: 32
  clkSlewWorstSetupHoldPaths_ns: 0.06
  cts_tree: "built"
  clkLatencyLatePin_ns: 0.27
  cts_buffers: 5
  cts-htree-levels: 2
metrics by stage:
| step | TNS [ns] | worst slack (ns) | utilization (%) |
|---|---|---|---|
| after floorplan | 0 | 0.189 | - |
| after global placement | -23.26 | -0.583 | 45.8 |
| after detailed placement | -24.07 | -0.600 | 45.8 |
| after CTS | -0.973 | -0.0603 | 46.8 |
| after global routing | -2.23 | -0.101 | 48.3 |
| final | -0.726 | -0.0518 | 48.3 |
cell type report:
| type | count | area [sq um] |
|---|---|---|
| clock buffer | 8 | 90.1 |
| multi-input combinational | 64 | 696 |
| sequential | 32 | 801 |
| inverter | 1 | 3.75 |
| tap | 67 | 83.8 |
| timing repair buffer | 82 | 653 |
| fill | 413 | 2490 |
worst max-delay path, cell delays in order, from the launching register on:
cell and delay, ns:
dfrtp_1 0.40, and2_4 0.16, buf_2 0.10
logic make-up (layout without fill, tap and decap cells):
logic type,count (synthesis),after routing,share of synthesized area (%)
muxes,32,32,31.4
DFF,32,32,52.3
and+or+nand+nor,32,32,13.1
buffers and inverters,5,91,3.19
layer usage:
metal / up-vias / track usage, % / share of wire [%]
li1: 502 / - / -
met1: 524 / 20.7 / 45
met2: 30 / 19.5 / 48
met3: 6 / 4.44 / 5.8
met4: 0 / 2.35 / 1.7
met5: - / 0 / 0
how the worst max path moves through the flow:
stage / startpoint / to / cells after the start
6_report: reg_bank[0].regsiter_bank_inst.register[3] / reg_out[3] / 2
5_1_grt: reg_bank[0].regsiter_bank_inst.register[3] / reg_out[3] / 2
4_1_cts: reg_bank[0].regsiter_bank_inst.register[3] / reg_out[3] / 2
timing repair:
action	in CTS	in global routing
setup buffers	15	7
gates resized	105	5
endpoints found under the setup margin	32	32
hold buffers	0	0
pin swaps	2	0
where the power goes:
part           internal (uW)  switching [uW]
Sequential              1300            64.7
Combinational            494             188
Clock                    509             393
cell usage after synthesis (all sizes together):
cell type,number
and2,32
buf,4
dfrtp,32
inv,1
mux2,32
Power is estimated from default activity; no workload was simulated.
