==> flow/design.v <==
module control_unit(
    in_clk, in_rst, reg_rd_en, reg_wr_en, pc_rd_en, pc_wr_en, pc_cnt, pc_dir,
    ir_rd_en, ir_wr_en, mux_1_sel, reg_y_wr_en, mem_rd_en, mem_wr_en, z_flag_in,
    mux_2_sel, addr_wr_en, tsb_1_en, tsb_2_en, instr
);
input wire in_clk, in_rst;
input wire [7:0] instr;
input wire z_flag_in;
output reg pc_rd_en, pc_wr_en, pc_cnt, pc_dir, ir_rd_en, ir_wr_en, reg_y_wr_en;
output reg mem_rd_en, mem_wr_en;
output reg [3:0] reg_rd_en, reg_wr_en;
output wire [1:0] mux_2_sel;
output wire [2:0] mux_1_sel;
output reg tsb_1_en, tsb_2_en, addr_wr_en;
wire [3:0] opcode;
wire [1:0] src_reg, dst_reg;
parameter s1 = 4'd1;  
parameter s2 = 4'd2;  
parameter s3 = 4'd3;  
parameter s4 = 4'd4;  
parameter s5 = 4'd5;  
parameter s6 = 4'd6;  
parameter s7 = 4'd7;
parameter s8 = 4'd8;
parameter s9 = 4'd9;
parameter s10 = 4'd10;
parameter s11 = 4'd11;
parameter s12 = 4'd12;
reg [3:0] state, next_state;
reg sel_alu, sel_bus_1, sel_bus_2;
assign opcode = instr[7:4];
assign src_reg = instr[3:2];
assign dst_reg = instr[1:0];
assign mux_1_sel = reg_rd_en[0] ? 0 :
                   reg_rd_en[1] ? 1 :
                   reg_rd_en[2] ? 2 :
                   reg_rd_en[3] ? 3 :
                   pc_rd_en     ? 4 :
                   3'b1xx;
assign mux_2_sel = sel_alu? 0 : sel_bus_1? 1 : mem_rd_en? 2 : 2'b1x;
always @ ( posedge in_clk) begin
    if (in_rst) state <= s1; else state <= next_state;
end
always @ (state or opcode or src_reg or dst_reg or z_flag_in) begin
    reg_rd_en = 0; reg_wr_en = 0;  pc_rd_en = 0;  pc_wr_en = 0;  pc_cnt = 0;
    pc_dir = 0; ir_rd_en = 0;  ir_wr_en = 0;  reg_y_wr_en = 0; 
    mem_rd_en = 0;  mem_wr_en = 0; addr_wr_en = 0;
    tsb_1_en = 1; tsb_2_en = 1;
    sel_bus_1 = 0; sel_bus_2 = 0; sel_alu = 0;
    case(state)
        s1: next_state = s2;
        s2: begin
                pc_rd_en = 1;
                addr_wr_en = 1;
                sel_bus_1 = 1;
                tsb_1_en = 1;
                tsb_2_en = 1;
                next_state = s3;
            end
        s3: begin
                ir_wr_en = 1;
                mem_rd_en = 1;
                tsb_2_en = 1;
                pc_cnt = 1;
                next_state = s4;
            end
        s4: begin 
                ir_rd_en = 1;
                case(opcode) 
                    4'b0000: next_state = s2;            
                    4'b0001, 4'b0010, 4'b0011: begin     
                        reg_y_wr_en = 1;
                        sel_bus_1 = 1;
                        next_state = s5;
                        case(dst_reg) 
                            2'b00: reg_rd_en[0] = 1;
                            2'b01: reg_rd_en[1] = 1;
                            2'b10: reg_rd_en[2] = 1;
                            2'b11: reg_rd_en[3] = 1;
                            default: reg_rd_en = 0;
                        endcase
                    end
                    4'b0100: begin  
                        case (src_reg) 
                            2'b00: reg_rd_en[0] = 1;
                            2'b01: reg_rd_en[1] = 1;
                            2'b10: reg_rd_en[2] = 1;
                            2'b11: reg_rd_en[3] = 1;
                            default: reg_rd_en = 0;
                        endcase
                        sel_alu = 1;
                        next_state = s2;
                        case (dst_reg) 
                            2'b00: reg_wr_en[0] = 1;
                            2'b01: reg_wr_en[1] = 1;
                            2'b10: reg_wr_en[2] = 1;
                            2'b11: reg_wr_en[3] = 1;
                            default: reg_wr_en = 0;
                        endcase
                    end
                    4'b0101: begin      
                        pc_rd_en = 1;
                        sel_bus_1 = 1;
                        addr_wr_en = 1;
                        next_state = s6;    
                    end
                    4'b0110: begin      
                        pc_rd_en = 1;
                        sel_bus_1 = 1;
                        addr_wr_en = 1;
                        next_state = s8;      
                    end 
                    4'b0111: begin      
                        pc_rd_en = 1;
                        sel_bus_1 = 1;
                        addr_wr_en = 1;
                        next_state = s10;
                    end
                    4'b1000: if(z_flag_in) begin      
                        pc_rd_en = 1;
                        sel_bus_1 = 1;
                        addr_wr_en = 1;
                        next_state = s10;
                    end else begin
                        pc_cnt = 1;
                        next_state = s2;
                    end
                    default: next_state = s12;    
                endcase
            end
        s5: begin            
                sel_alu = 1;
                tsb_1_en = 1;
                tsb_2_en = 1;
                next_state = s2;         
                case (src_reg) 
                2'b00: reg_rd_en[0] = 1; 
                2'b01: reg_rd_en[1] = 1; 
                2'b10: reg_rd_en[2] = 1; 
                2'b11: reg_rd_en[3] = 1; 
                default: reg_rd_en = 0;
                endcase
                case (dst_reg) 
                2'b00: reg_wr_en[0] = 1;
                2'b01: reg_wr_en[1] = 1;
                2'b10: reg_wr_en[2] = 1;
                2'b11: reg_wr_en[3] = 1;
                default: reg_wr_en[0] = 0;
                endcase
            end
        s6: begin            
                mem_rd_en = 1;
                pc_cnt = 1;
                next_state = s7;        
                addr_wr_en = 1;
            end
        s7: begin            
                mem_rd_en = 1;
                next_state = s2;
                case (dst_reg) 
                    2'b00: reg_wr_en[0] = 1;
                    2'b01: reg_wr_en[1] = 1;
                    2'b10: reg_wr_en[2] = 1;
                    2'b11: reg_wr_en[3] = 1;
                    default: reg_wr_en = 0;
                endcase
            end
        s8: begin    
                mem_rd_en = 1;
                pc_cnt = 1;
                addr_wr_en = 1;
                next_state = s9;
            end
        s9: begin  
                mem_wr_en = 1;
                next_state = s2;
                case(src_reg) 
                    2'b00: reg_rd_en[0] = 1;
                    2'b01: reg_rd_en[1] = 1;
                    2'b10: reg_rd_en[2] = 1;
                    2'b11: reg_rd_en[3] = 1;
                    default: reg_rd_en = 0;
                endcase
            end    
        s10: begin    
                mem_rd_en = 1;   
                addr_wr_en = 1;
                next_state = s9;
            end
        s11: begin  
                mem_rd_en = 1;
                pc_wr_en = 1;
                next_state = s2;
            end
        s12: next_state = s12;  
        default: next_state = s1;
    endcase
end
endmodule
==> flow/run.sh <==
#!/bin/bash
# OpenROAD 26Q1-2900-gdf79404cd8, Yosys 0.63+post, stock flow scripts
make -C /OpenROAD-flow-scripts/flow DESIGN_CONFIG=/design/flow/config.mk WORK_HOME=/design/flow/orfs finish
==> flow/config.mk <==
export PLATFORM = sky130hd
export DESIGN_NAME = control_unit
export DESIGN_NICKNAME = control_unit
export VERILOG_FILES = /design/flow/design.v
export SDC_FILE = /design/flow/constraint.sdc
export NUM_CORES = 4
export LEC_CHECK = 1
export CORE_AREA = 10 10 70 70
export DIE_AREA = 0 0 80 80
==> flow/constraint.sdc <==
current_design control_unit

set clk_period 2.6
set clk_io_pct 0.2

create_clock -name clk0 -period $clk_period [get_ports {in_clk}]

set non_clock_inputs [all_inputs -no_clocks]
set_input_delay [expr $clk_period * $clk_io_pct] -clock clk0 $non_clock_inputs
set_output_delay [expr $clk_period * $clk_io_pct] -clock clk0 [all_outputs]
==> flow_summary.toml <==
# flow metrics
[synthesis]
synth_cells = 82
synth.area.top_cells = "dfxtp_1 (31%), nor2b_1 (8.7%), nor3_1 (4.7%)"
synth_area_um2 = 644
synth_flops = 10
yosys_cells = 82
ys_warn_count = 1
ys_area_um2 = 644
avgSynthCellArea_um2 = 7.86
yosysTopAreaCell = "dfxtp_1"
ys_types = 32
postSynthSeqShare = 0.311
yosys.area.top_type_share = 0.311

[job]
max-cap-violations = 0
openroad.warnings = 26

[sta]
maxSlewViolCount = 0
setup_viol = 0
max_freq_mhz = 399
period_used_share = 0.964
holdWs_ns = 0.506
period_minus_slack_ns = 2.51
rsz0062_at_grt = "false"
setup_slack_ns = 0.0924
fin_skew_ns = 0.00558
hold_violations = 0

[global_routing]
grt_overflow = 0
grtUsageTotal = 0.0657
grt_pass1_wl_mm = 3.49
grt_pass1_vias = 709
grt_max_degree = 10
antenna_found_initial = 0

[critical_path]
crit_top_cell = "clkdlybuf4s50_1"
cp.depth = 5
startpoint = "instr[3]"
crit_arrival_ns = 1.99
cp_slowest_cell = "clkdlybuf4s50_1"
reg2reg_slack_ns = 1.61
reg2regPathDepth = 4
endpoint = "mux_1_sel[0]"
slowest_delay_ns = 0.48
r2r_end = "state[4]"
cp-start-kind = "primary input"
crit_family = "buffers and inverters"
path_cells = "clkdlybuf4s50_1 -> nand2b_1 -> a211oi_2 -> a2bb2oi_1 -> clkdlybuf4s50_1"
reg2reg_from = "state[2]"
cp.required_ns = 2.08
worstPathBufferInverterCount = 2
path_class = "in2out"
crit_fanout = 3
end_kind = "primary output"

[min_path]
hold_start = "state[9]"
hold_path_class = "reg2reg"

[detailed_routing]
wl_mm = 2.13
antennaDiodeCount = 0
drtAntennaViolNets = 0
drtPass1Iterations = 4
routed_via_density = 4.22
wl_per_cell_um = 12.2
vias = 738
drc = 0
drt_iter0_markers = 52

[clock_network]
cts_sinks = 10
h-tree-depth = 1
clockRootBuffer = "clkbuf_4"
clk_latency_ns = 0.26
cts_tree = "built"
cts_max_path_buffers = 2
cts_buffers = 3
clk_pin_slew_ns = 0.05
hold_buffers = 0

[place]
place_congestion = 0.770
hpwl_mm = 1.75
placed_area_mm2 = 0.00110
place_inst = 171
port_buffers = 31
place_ws_ns = -0.370

[floorplanning]
die_area_mm2 = 0.00640
dieHeight_um = 80
fp_util = 0.189
coreArea_mm2 = 0.00342
num_rows = 21
io_pins = 36
dieWidth_um = 80

[finish]
largestRegisters = "state x10"
top_register = "state"
drive_gt1_frac = 0.287
area_delta_synth_final_pct = 79.8
stdcell_count = 175
largest_reg_flops = 10
fin_area_mm2 = 0.00116

[pwr]
powerDensity_mw_per_mm2 = 293
power.total_uw = 340
p_leak_uw = 0.000539
ir_drop_mv = 0.0977

[status]
status = "complete, no violations"
==> placed cells by master, fill, tap and decap left out, types with 2 or more instances in the layout <==
| master | synthesis | routed |
|---|---|---|
| a21oi_1 | 3 | 2 |
| clkdlybuf4s50_1 | 0 | 22 |
| dlymetal6s2s_1 | 0 | 3 |
| dlygate4sd2_1 | 0 | 2 |
| clkbuf_4 | 0 | 3 |
| clkbuf_2 | 0 | 3 |
| nor2b_4 | 1 | 3 |
| nor3b_1 | 2 | 2 |
| nor3_1 | 6 | 6 |
| nor2b_1 | 9 | 7 |
| inv_1 | 3 | 3 |
| a32o_1 | 2 | 2 |
| nand3_1 | 3 | 3 |
| a21o_1 | 2 | 2 |
| nor2_1 | 8 | 7 |
| buf_4 | 4 | 17 |
| nand2_1 | 6 | 6 |
| nand2b_1 | 2 | 2 |
| conb_1 | 2 | 4 |
| dfxtp_1 | 10 | 9 |
| o21ai_0 | 3 | 2 |
==> stage by stage <==
step,utilization,TNS (ns)
finish,0.339,0
CTS,0.338,-0.0223
floorplan,-,0
global route,0.339,0
detailed placement,0.322,-4.10
global placement,0.322,-3.93
==> cell families (layout without fill, tap and decap cells) <==
kind of cell / Yosys count / after routing / share of synthesized area
AND/OR/NAND/NOR: 43 / 43 / 0.388
AND-OR/OR-AND: 18 / 18 / 0.212
buffers and inverters: 9 / 54 / 0.0777
flip-flops: 10 / 10 / 0.311
other: 2 / 4 / 0.0117
==> power by group <==
group	internal, uW	switching, uW
combinational	50.9	31.4
sequential	156	2.92
clock	53.0	45.3
total	260	79.6
==> what timing repair did <==
item                                    in CTS  in global routing
endpoints found under the setup margin      16                  9
gates resized                               17                 13
hold endpoints to repair                     0                  0
pin swaps                                    2                  5
buffers inserted                             0                  1
==> cell usage after synthesis, drive strengths merged <==
library cell  instances
a31o                  1
conb                  2
and3b                 1
o21ai                 3
buf                   6
a32o                  2
inv                   3
nand3                 3
or2b                  1
or4                   1
nand3b                1
o41ai                 1
a21o                  2
nor3b                 2
o22ai                 1
nand2b                3
nor3                  7
a22o                  1
o21ba                 1
dfxtp                10
nand2                 6
a211oi                2
nor2                  8
a21oi                 3
a2bb2oi               1
nor2b                10
==> layout make-up <==
class | count | area, um2
Fill cell | 366 | 2260
Clock buffer | 3 | 22.5
Inverter | 3 | 11.3
Timing Repair Buffer | 48 | 423
Multi-Input combinational cell | 65 | 443
Sequential cell | 10 | 201
Tap cell | 46 | 57.6
==> worst min-delay path by stage <==
| stage | to | slack, ns | cells past startpoint |
|---|---|---|---|
| after CTS | state[10] | 0.51 | 1 |
| final | state[2] | 0.51 | 1 |
| after global routing | state[2] | 0.53 | 1 |
==> per-layer routing <==
layer | wire length, um | track usage | up-vias
met3 | 174 | 0.0273 | 2
met2 | 982 | 0.0971 | 24
met5 | 0 | 0 | -
li1 | - | - | 378
met4 | 8 | 0.0106 | 0
met1 | 963 | 0.0885 | 334
Power and IR drop assume default switching activity.
